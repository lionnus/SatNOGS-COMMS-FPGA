$ cat flow/config.mk
export PLATFORM = sky130hd
export DESIGN_NAME = ccsds_scrambler
export DESIGN_NICKNAME = ccsds_scrambler
export VERILOG_FILES = /design/flow/design.v
export SDC_FILE = /design/flow/constraint.sdc
export NUM_CORES = 4
export LEC_CHECK = 1
export CORE_UTILIZATION = 30
$ cat flow/constraint.sdc
current_design ccsds_scrambler

set clk_period 3.8
set clk_io_pct 0.2

create_clock -name clk0 -period $clk_period [get_ports {clk_i}]

set non_clock_inputs [all_inputs -no_clocks]
set_input_delay [expr $clk_period * $clk_io_pct] -clock clk0 $non_clock_inputs
set_output_delay [expr $clk_period * $clk_io_pct] -clock clk0 [all_outputs]
$ cat flow/design.v
module ccsds_scrambler
(
    input        logic   data_i,
    output       logic   data_o,
    input        clk_i,
    input        rst_ni,
    input [31:0] cycles_per_bit
);
    reg  [7:0]    state_q, state_d;
    reg           data_o_q, data_o_d;
    reg  [7:0]    count_d, count_q;
    reg  [31:0]   cycle_counter;
    assign count_d = count_q + 1;  
    assign data_o = data_o_q;
    always_comb begin
        state_d[6:0] = state_q[7:1];
        state_d[7]   = state_q[0] ^ state_q[3] ^ state_q[5] ^ state_q[7];
        data_o_d     = data_i ^ state_q[0]; 
    end
    always_ff @(posedge clk_i)
    begin
        data_o_q <= data_o_d;
        if (!rst_ni) begin
            state_q      <= 8'b11111111;
            count_q      <= '0;
            cycle_counter <= 32'b0;
        end else if (cycle_counter < cycles_per_bit) begin
            state_q      <= state_q;
            count_q      <= count_d;
            cycle_counter <= cycle_counter + 1;
        end else begin
            cycle_counter = 0;
            if (count_q < 255) begin 
                state_q      <= state_d;
                count_q      <= count_d;
            end else begin
                state_q      <= 8'b11111111;
                count_q      <= '0;
                cycle_counter <= cycle_counter + 1;
            end
        end 
    end
endmodule
$ cat flow/run.sh
#!/bin/bash
# OpenROAD 26Q1-2900-gdf79404cd8, Yosys 0.63+post, stock flow scripts
make -C /OpenROAD-flow-scripts/flow DESIGN_CONFIG=/design/flow/config.mk WORK_HOME=/design/flow/orfs finish
==> impl_metrics.yaml <==
# implementation run metrics
yosys:
  number_of_enable_type_register_cells_in_the_synthesized_netlist: 0
  ff_type: "sky130_fd_sc_hd__dfxtp_1"
  synth_area_per_cell_um2: 8.414
  seq_total_area_yosys_pct: 33.79
  top_cell: "sky130_fd_sc_hd__nor2_1"
  synth-cells-yosys: 345
  yosys_register_bits: 49
  yosys-stat-area_mm2: 0.002903
  yosys_warnings: 2
  synth_cells: 345
  post_synth_most_frequent_cells: "51 x sky130_fd_sc_hd__nor2_1, 49 x sky130_fd_sc_hd__dfxtp_1, 36 x sky130_fd_sc_hd__inv_1"
  post-synth-top-area-cell: "sky130_fd_sc_hd__dfxtp_1"
  post_synth_main_area_contributors: "sky130_fd_sc_hd__dfxtp_1 34%, sky130_fd_sc_hd__ha_1 14%, sky130_fd_sc_hd__nor2_1 6.6%"
  netlist.area_leader.share_pct: 33.79
  post_synth_instance_area_mm2: 0.002903
  synth_cell_types: 40
  async_reset_ff_share_pct: 0
drt:
  post_drt_via_cell_ratio: 4.398
  dr.pass1.iters: 4
  route.antenna.diode_count: 0
  average_wire_per_standard_cell_um: 10.36
  drc_violation_count_after_routing: 0
  finalWirelength_um: 5313
  first_iteration_detailed_routing_drc_count: 43
  post_route_antenna_net_violation_count: 0
  routed-via-count: 2256
placement:
  dpl.hpwl_um: 4093
  final_replace_weighted_congestion: 0.7923
  pre_cts_ws_ns: 0.4190
  placed_area_mm2: 0.003408
  portBuffers: 35
critical_path:
  worst_setup_path_end_kind: "register"
  critical_path_depth: 9
  arrival_ns: 3.30
  cp_cell_sequence: "clkdlybuf4s50_1 > inv_1 > ha_1 > a21o_1 > a221o_1 > a221oi_1 > o21ai_1 > nor2_2 > mux2i_1"
  critical_path.reg2reg.startpoint: "cycle_counter[27]"
  crit_family: "AND-OR/OR-AND gates"
  critical_path_max_stage_delay_ns: 0.45
  slowest_cp_cell: "sky130_fd_sc_hd__clkdlybuf4s50_1"
  critPathMaxFanout: 5
  cp_data_required_time_ns: 4.03
  timing.reg2reg.setup_slack_ns: 1.31
  crit_buf_inv: 2
  critPathKind: "in -> reg"
  reg2regPathDepth: 7
  startpoint_type: "input port"
  worstSetupStartpoint: "cycles_per_bit[25]"
clocking:
  cts_buffers: 5
  clk_pin_slew_worst_paths_ns: 0.09
  post_cts_resize_count: 0
  insertion_delay_late_pin_ns: 0.30
  cts_root_buf: "sky130_fd_sc_hd__clkbuf_8"
  clockBufferDepth: 2
  cts.sinks: 49
  h-tree-depth: 2
  total_setup_buffers_inserted_after_cts: 0
  tritoncts: "built"
  post_cts_hold_buffer_count: 0
global_routing:
  grt_max_degree: 31
  globalRouteOverflowTotal: 0
  gr-usage-all-layers_pct: 11.65
  grt_antenna_before_repair: 0
  first_global_vias: 2187
  wire_length_of_the_first_global_routing_pass_um: 9618
power_and_ir_drop:
  p_clk_share_pct: 34.6
  switching_component_of_the_power_mw: 0.2132
  comb_power_share_pct: 9.2
  power.internal_mw: 0.7197
  portion_of_total_power_attributed_to_sequential_cells_pct: 56.2
  power.switching_fraction_pct: 22.85
  total_leakage_power_nw: 1.491
  power_density_mw_per_mm2: 266.2
  vdd_ir_drop_max_v: 0.0001453
final_timing:
  final-hold-violation-count: 0
  unrepaired_setup_endpoints_after_global_routing: "false"
  hold-worst-slack_ns: 0.4643
  post-route-min-period_ns: 3.065
  max_slew.worst_pin.slew_ns: 0.6706
  fin_skew_ns: 0.01137
  share_of_the_cycle_needed_by_the_critical_path_after_routing_pct: 80.66
  final.setup.tns_ns: 0
  setup_viol_count_final: 0
  finalWorstSetupSlack_ns: 0.7348
  clock.fmax_mhz: 326.2
  worst_slew_margin_rel_pct: 54.95
  timing.final.max_slew_violations: 0
outcome:
  outcome: "finished, final reports clean"
layout:
  final_util_pct: 37.57
  drive_above_1_share_pct: 4.167
  areaGrowthSynthToFinish_pct: 20.73
  final_design_area_no_fill_mm2: 0.003505
die:
  fp.coreArea_mm2: 0.009328
  chip_area_mm2: 0.01007
  ports_placed_on_the_boundary: 36
  fp-utilization_pct: 31.12
  floorplan.die.height_um: 100.4
  std_cell_rows: 35
  die_x_um: 100.4
min_path:
  min_path_cells: 1
  hp-start: "count_q[0]"
  worst_hold_path_type: "reg -> reg"
job:
  cap_viol_max_count: 0
  stage_log_warnings: 25
-- metrics by stage --
| step | cells | power (mW) |
|---|---|---|
| finish | 513 | 0.9329 |
| global route | 513 | 0.9818 |
| CTS | 513 | 0.9443 |
| detailed placement | 505 | 0.6226 |
| global placement | 505 | 0.6222 |
| floorplan | 345 | 0.5763 |
-- layout make-up --
type	count	area (µm²)
fill	949	5823
timing repair buffer	37	377.9
multi-input combinational	254	1753
inverter	36	135.1
tap	129	161.4
sequential	49	980.9
clock inverter	2	13.76
clock buffer	6	82.58
-- metal layers --
metal | track usage (%) | routed length (µm) | vias to the layer above
met5 | 0 | 0 | -
met4 | 1.115 | 36 | 0
met1 | 17.35 | 2829 | 989
li1 | - | - | 1235
met2 | 18.86 | 2278 | 30
met3 | 1.629 | 169 | 2
-- final timing paths --
| kind | endpoint |
|---|---|
| worst max-delay path | state_q[3] |
| worst min-delay path | count_q[0] |
| worst max register to register | state_q[3] |
| worst min register to register | count_q[0] |
-- flip-flops by register name (all words and copies together) (netlist names) --
name	flops
data_o_q	1
count_q	8
state_q	8
cycle_counter	32
-- kinds of logic (layout without fill, tap and decap cells) --
| logic type | after synthesis | after routing | synth area share [%] |
|---|---|---|---|
| AND-OR/OR-AND | 32 | 32 | 8.492 |
| XOR/XNOR | 39 | 39 | 11.77 |
| adder cells (fa/ha/maj) | 33 | 33 | 14.22 |
| buffers and inverters | 42 | 81 | 5.819 |
| flip-flops | 49 | 49 | 33.79 |
| multiplexers | 4 | 4 | 1.379 |
| AND/OR/NAND/NOR | 146 | 146 | 24.53 |
-- cells in the final DEF, fill, tap and decap left out, drive strengths merged, types with 2 or more instances in the layout --
cell type,instances
nand4,9
o21a,4
xnor2,20
nand2,23
dfxtp,49
clkdlybuf4s50,35
a31oi,4
a21oi,11
nor2b,5
ha,33
and2,10
xor2,19
mux2i,4
inv,36
nor4b,2
a221oi,3
nand3,24
nor2,52
nand2b,2
clkbuf,6
buf,2
nor3b,2
and3,6
clkinv,2
nor3,8
o21ai,3
-- power groups by stage --
stage | combinational (mW) | sequential, mW | clock (mW)
4_1_cts | 0.0874 | 0.524 | 0.333
5_1_grt | 0.0988 | 0.526 | 0.357
6_report | 0.0856 | 0.524 | 0.323
No activity file was given, so power comes from the tool's default toggle rates.
